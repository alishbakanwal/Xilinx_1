==> design/flow/design.v <==
module vss_partition_flow_out_ports_mux(
  input fastclk, 
  reset, 
  A, B, C, D, 
  output reg out);
  reg [1:0] counter;
  always @(posedge fastclk) begin
    if (reset) 
      counter <= 4'b0000;
    else 
      counter <= counter + 1;
  end
  always @(*) begin
    case(counter) 
      4'd1: out = B;
      4'd2: out = C;
      4'd3: out = D;
      default: out = A;
    endcase
  end
endmodule
module vss_partitions_flow_in_ports_demux(
  input fastclk, 
  reset, 
  input in, 
  output reg A, B, C, D);
  reg [1:0] counter;
  always @(posedge fastclk) begin
    if (reset) 
      counter <= 4'b0;
    else
      counter <= counter + 1'b1;
    case(counter) 
      4'd1: A <= in;
      4'd2: B <= in;
      4'd3: C <= in;
      default: D <= in;
    endcase
  end
endmodule
==> design/flow/run.sh <==
#!/bin/bash
# OpenROAD 26Q1-2900-gdf79404cd8, Yosys 0.63+post, stock flow scripts
make -C /OpenROAD-flow-scripts/flow DESIGN_CONFIG=/design/flow/config.mk WORK_HOME=/design/flow/orfs finish
==> design/flow/config.mk <==
export PLATFORM = sky130hd
export DESIGN_NAME = vss_partitions_flow_in_ports_demux
export DESIGN_NICKNAME = vss_partitions_flow_in_ports_demux
export VERILOG_FILES = /design/flow/design.v
export SDC_FILE = /design/flow/constraint.sdc
export NUM_CORES = 4
export LEC_CHECK = 1
export CORE_AREA = 10 10 70 70
export DIE_AREA = 0 0 80 80
==> design/flow/constraint.sdc <==
current_design vss_partitions_flow_in_ports_demux

set clk_period 1.6
set clk_io_pct 0.2

create_clock -name clk0 -period $clk_period [get_ports {fastclk}]

set non_clock_inputs [all_inputs -no_clocks]
set_input_delay [expr $clk_period * $clk_io_pct] -clock clk0 $non_clock_inputs
set_output_delay [expr $clk_period * $clk_io_pct] -clock clk0 [all_outputs]
==> flow_summary.yaml <==
# generated from flow reports
power:
  power_frac_comb_pct: 8.2
  p_sw_share_pct: 20.26
  p_seq_share_pct: 49.9
  switching_power_mw: 0.07448
  p_leak_nw: 0.1341
  power.internal_mw: 0.2930
  powerDensity_mw_per_mm2: 989.0
  ir_drop_v: 0.0001722
  pwr-share-clk_pct: 41.9
floorplan:
  die-height_um: 80
  fp-row-count: 21
  chipArea_mm2: 0.006400
  fp_util_pct: 6.667
  core_mm2: 0.003416
  fp.dieW_um: 80
  io_pins: 7
route:
  final_antenna_net_count: 0
  vias: 124
  routed_via_density: 1.771
  drc: 0
  drt_wl_total_um: 371
  n_antenna_cell: 0
  drtPass1Iterations: 3
  routedWlPerCell_um: 5.300
  drtIter0Drc: 2
global_route:
  grt_max_degree: 5
  overflow: 0
  grt_pass1_vias: 139
  grt_pass1_wl_um: 586
  track_usage_pct: 1.329
  antenna_found_initial: 0
cells_and_area:
  drive_gt1_share_pct: 12.50
  final_cell_mix: "clkdlybuf4s50_1 (6), edfxtp_1 (4), ha_1 (4)"
  areaGrowthSynthToFinish_pct: 63.19
  layout_top_cell: "clkdlybuf4s50_1"
  final_cells: 70
worst_setup_path:
  startpoint_type: "flop"
  crit_family: "buffers and inverters"
  r2r-end: "counter[1]"
  crit_type: "reg -> out"
  crit_chain: "clkdlybuf4s50_1"
  worstPathMaxFanout: 1
  crit_path_end_kind: "primary output"
  r2r-start: "counter[0]"
  ff2ff_path_depth: 3
  path_buffers: 1
  cp.required_ns: 1.28
  ff2ff_setup_slack_ns: 0.62
  slowest_stage: "clkdlybuf4s50_1"
  worstPathArrival_ns: 1.02
  worst_path_largest_cell_delay_ns: 0.45
min_path:
  min_from: "counter[0]"
  min_to: "counter[0]"
  hold_depth: 1
  hold_path_class: "reg -> reg"
timing:
  holdWs_ns: 0.4684
  min_period_ns: 1.339
  period_used_pct: 83.69
  slew_violations: 0
  rsz0062_at_grt: "false"
  hold_violations: 0
  fmax_ghz: 0.7468
  fin_worst_skew_ns: 0.001562
  setup_viol: 0
  worst_pin_slew_ns: 0.1447
  finalWorstSetupSlack_ns: 0.2610
  slew_headroom_pct: 90.34
  setup_tns_ns: 0
cts:
  numCtsBuffers: 3
  cts_resized: 0
  clkLatencyLatePin_ns: 0.25
  clock_path_buffers: 2
  postCtsHoldBufs: 0
  cts-root-buf: "clkbuf_4"
  cts_setup_buffers: 0
  cts.sinks: 6
  htree_levels: 1
  clk_pin_slew_worst_paths_ns: 0.05
  cts_tree: "yes"
flow_run:
  tool_warnings: 28
  maxCapViolations: 0
outcome:
  status: "finished, final reports clean"
synthesis:
  ys_cells: 14
  syn-cell-area_um2: 227.7
  numSynthFlops: 6
  syn_area_per_cell_um2: 16.27
  synth_seq_share_pct: 70.33
  synth_warnings: 1
  netlist-cell-type-count: 6
  ys_area_um2: 227.7
  synthCells: 14
placement:
  dp_slack_ns: 0.5141
  globalplace.congestion: 0.6678
  dp_cells: 66
  io_buffers: 6
  hpwl_um: 285.4
-- worst max path at each step --
stage | from | endpoint | cells past startpoint
CTS | A | A | 1
global route | D | D | 1
finish | A | A | 1
-- power groups by stage --
stage	clock [mW]	combinational, mW	sequential (mW)
CTS	0.162	0.0309	0.184
global route	0.175	0.0355	0.185
finish	0.154	0.0301	0.183
-- metal layers --
metal  up-vias  GRT usage (%)  routed length, um
li1         65              -                  -
met1        46          1.220                168
met2        13          1.204                 84
met5         -              0                  0
met3         0          2.500                117
met4         0         0.3521                  0
-- cell usage after synthesis, drive strengths merged --
cell type / n / area, um^2
edfxtp: 4 / 120.1
ha: 4 / 50.05
dfxtp: 2 / 40.04
inv: 2 / 7.510
nor2: 1 / 3.750
nor2b: 1 / 6.260
-- metrics by stage --
| stage | cell area [um^2] | total power, mW | utilization, % |
|---|---|---|---|
| after global routing | 371.6 | 0.3956 | 10.88 |
| after global placement | 345.3 | 0.2153 | 10.11 |
| after CTS | 371.6 | 0.3764 | 10.88 |
| after detailed placement | 345.3 | 0.2171 | 10.11 |
| final | 371.6 | 0.3675 | 10.88 |
| after floorplan | 227.7 | 0.1957 | - |
-- sequential cells by signal (all words and copies together), names as in the netlist --
name,count
C,1
B,1
A,1
D,1
counter,2
-- cell families after synthesis --
| group | Yosys count | share of synthesized area (%) |
|---|---|---|
| simple gates | 2 | 4.396 |
| flops | 6 | 70.33 |
| buf+inv | 2 | 3.298 |
| fa+ha+maj | 4 | 21.98 |
-- final cells by class --
type | instances | area (um^2)
Fill cell | 398 | 3044
Sequential cell | 6 | 160.2
Multi-Input combinational cell | 6 | 60.06
Timing Repair Buffer | 6 | 60.06
Tap cell | 46 | 57.56
Clock buffer | 4 | 26.28
Inverter | 2 | 7.507
No activity file was given, so power comes from the tool's default toggle rates.
